==> /design/flow/design.v <==
`timescale 1ns/1ps
module candidate_accumulator #(
    parameter K = 8,
    parameter TOTAL = (K + (K*(K-1))/2)
)(
    input clk,
    input rst,
    input [K-1:0] candidate_1bit,
    input valid_1bit,
    input [K-1:0] candidate_2bit,
    input valid_2bit,
    input done_2bit,   
    output reg [(TOTAL*K)-1:0] candidates,
    output reg [31:0] candidate_count,
    output reg done
);
    localparam STATE_ACC_1BIT = 0, STATE_ACC_2BIT = 1, STATE_DONE = 2;
    reg [1:0] state;
    reg [31:0] index;   
always @(posedge clk or posedge rst) begin
  if (rst) begin
    state           <= STATE_ACC_1BIT;
    index           <= 0;
    candidate_count <= 0;
    candidates      <= {(TOTAL*K){1'b0}};
    done            <= 1'b0;
  end else begin
    case (state)
      STATE_ACC_1BIT: begin
        if (valid_1bit && index < K) begin
          candidates[((index+1)*K)-1 -: K] <= candidate_1bit;
          index <= index + 1;
        end
        if (index + 1 == K) begin
          state <= STATE_ACC_2BIT;
        end
      end
      STATE_ACC_2BIT: begin
        if (valid_2bit) begin
          candidates[((index+1)*K)-1 -: K] <= candidate_2bit;
          index <= index + 1;
        end
        if (done_2bit) begin
          candidate_count <= index;
          state <= STATE_DONE;
        end
      end
      STATE_DONE: done <= 1'b1;
    endcase
  end
end
endmodule
`timescale 1ns / 1ps
module flipping_component_top #(
    parameter integer K     = 8,
    parameter integer TOTAL = (K + (K*(K-1))/2)
)(
    input  wire               clk,        
    input  wire               rst,          
    input  wire               start,        
    input  wire [K-1:0]       a1k_flat,       
    output wire [(TOTAL*K)-1:0] candidates,    
    output wire [31:0]          candidate_count,
    output wire                done          
);
  wire internal_rst = rst | start;
  wire [K-1:0] mask1;
  wire         done1;
  flipping_mask_generator_1bit #(.K(K)) gen1 (
    .clk       (clk),
    .rst       (internal_rst),
    .flip_mask (mask1),
    .done      (done1)
  );
  wire [K-1:0] mask2;
  wire         done2;
  flipping_mask_generator_2bit #(.K(K)) gen2 (
    .clk       (clk),
    .rst       (internal_rst),
    .en        (done1),
    .flip_mask (mask2),
    .done      (done2)
  );
  wire [K-1:0] cand1 = a1k_flat ^ mask1;
  wire [K-1:0] cand2 = a1k_flat ^ mask2;
  candidate_accumulator #(
    .K(K),
    .TOTAL(TOTAL)
  ) acc (
    .clk            (clk),
    .rst            (internal_rst),
    .candidate_1bit (cand1),
    .valid_1bit     (1'b1),
    .candidate_2bit (cand2),
    .valid_2bit     (done1),
    .done_2bit      (done2),
    .candidates     (candidates),
    .candidate_count(candidate_count),
    .done           (done)
  );
endmodule
`timescale 1ns/1ps
module flipping_mask_generator_1bit #(
    parameter K = 8  
)(
    input clk,
    input rst,
    output reg [K-1:0] flip_mask, 
    output reg done
);
    reg [$clog2(K)-1:0] pos;
    always @(posedge clk or posedge rst) begin
        if (rst) begin
            pos <= 0;
            done <= 0;
        end else begin
            if (pos == K-1)
                done <= 1;
            else
                pos <= pos + 1;
        end
    end
    always @(*) begin
        flip_mask = (1'b1 << pos);
    end
endmodule
`timescale 1ns/1ps
module flipping_mask_generator_2bit #(
    parameter K = 8
)(
    input clk,
    input rst,
    input en,   
    output reg [K-1:0] flip_mask,
    output reg done
);
    reg [$clog2(K)-1:0] i;
    reg [$clog2(K)-1:0] j;
    always @(posedge clk or posedge rst) begin
        if (rst) begin
            i <= 0;
            j <= 1;
            done <= 0;
        end else if(en) begin
            if ((i == K-2) && (j == K-1))
                done <= 1;
            else begin
                if (j < K-1)
                    j <= j + 1;
                else begin
                    i <= i + 1;
                    j <= i + 2;   
                end
            end
        end
    end
    always @(*) begin
        flip_mask = (1'b1 << i) | (1'b1 << j);
    end
endmodule
==> /design/flow/run.sh <==
#!/bin/bash
# OpenROAD 26Q1-2900-gdf79404cd8, Yosys 0.63+post, stock flow scripts
make -C /OpenROAD-flow-scripts/flow DESIGN_CONFIG=/design/flow/config.mk WORK_HOME=/design/flow/orfs finish
==> /design/flow/config.mk <==
export PLATFORM = sky130hd
export DESIGN_NAME = flipping_component_top
export DESIGN_NICKNAME = flipping_component_top
export VERILOG_FILES = /design/flow/design.v
export SDC_FILE = /design/flow/constraint.sdc
export NUM_CORES = 4
export LEC_CHECK = 1
export CORE_UTILIZATION = 50
==> /design/flow/constraint.sdc <==
current_design flipping_component_top

set clk_period 6.8
set clk_io_pct 0.2

create_clock -name clk0 -period $clk_period [get_ports {clk}]

set non_clock_inputs [all_inputs -no_clocks]
set_input_delay [expr $clk_period * $clk_io_pct] -clock clk0 $non_clock_inputs
set_output_delay [expr $clk_period * $clk_io_pct] -clock clk0 [all_outputs]
==> insert_results.sql <==
-- metrics for the results database
INSERT INTO impl_metrics (metric_group, metric, value, unit) VALUES
('final_timing', 'max_slew.worst_pin.slew', '0.884', 'ns'),
('placement', 'numPlacedInstances', '2304', ''),
('final_timing', 'achievable-frequency', '166', 'MHz'),
('setup_path', 'startpoint_of_the_lowest_slack_register_to_register_path', 'acc.index[1]$_DFFE_PP0P_', ''),
('yosys', 'enable_flop_cells', '0', ''),
('cells_and_area', 'layout.area.seq', '9190', 'um^2'),
('setup_path', 'cpLargestDelayFamily', 'simple AND/OR/NAND/NOR gates', ''),
('grt', 'grt_first_pass_wirelength', '81.2', 'mm'),
('cells_and_area', 'combGateArea', '9260', 'um^2'),
('yosys', 'yosys-stat-cells', '1521', ''),
('setup_path', 'critical_path_type', 'reg2reg', ''),
('setup_path', 'critPathLaunchType', 'flop', ''),
('clock_tree', 'clock.latency.late_pin', '0.57', 'ns'),
('final_timing', 'rsz0062_at_grt', 'no', ''),
('die', 'core_region_area', '36900', 'um^2'),
('final_timing', 'hold_viol_final', '0', ''),
('pwr', 'p_per_area', '183', 'nW/um^2'),
('clock_tree', 'cts-buffers-inserted', '39', ''),
('hold_path', 'holdPathEnd', 'acc.state[1]$_DFF_PP0_', ''),
('clock_tree', 'clock_pin_transition_on_the_worst_setup_and_hold_timing_paths', '0.06', 'ns'),
('drt', 'drt_first_pass_iters', '5', ''),
('setup_path', 'cpMaxStageDelayCell', 'sky130_fd_sc_hd__nor4_4', ''),
('run', 'stage_log_warnings', '36', ''),
('placement', 'estimated_wirelength_of_the_detail_placed_design', '34.8', 'mm'),
('drt', 'post_drt_via_cell_ratio', '5.61', ''),
('grt', 'gr-usage-all-layers', '0.287', ''),
('pwr', 'p_sw_frac', '0.219', ''),
('setup_path', 'cpPeakStageDelay', '0.68', 'ns'),
('yosys', 'ys_warn_count', '3', ''),
('final_timing', 'max_slew_margin', '0.406', ''),
('final_timing', 'final_min_period_over_clock_period', '0.885', ''),
('yosys', 'postSynthCellCount', '1521', ''),
('yosys', 'synth_cell_type_count', '90', ''),
('yosys', 'postSynthSeqShare', '0.487', ''),
('setup_path', 'cp_cell_sequence', 'ha_1 > nand4_2 > nor4_2 > xor2_1 > nor3_1 > nand4_1 > or3_1 > xnor2_1 > and3_2 > nand2_1 > o41a_2 > buf_12 > nor4_4 > mux2_2', ''),
('setup_path', 'reg2reg_depth', '14', ''),
('placement', 'pre_cts_slack', '0.867', 'ns'),
('pwr', 'p_clk_frac', '0.482', ''),
('final_timing', 'fin_ws', '0.783', 'ns'),
('status', 'run_status', 'complete, no violations', ''),
('yosys', 'async_reset_ff_frac', '1.00', ''),
('pwr', 'vdd_drop_max', '206', 'uV'),
('setup_path', 'sum_of_buffers_and_inverters_on_the_critical_path', '1', ''),
('drt', 'num_vias', '13291', ''),
('cells_and_area', 'final_cell_count_no_fill', '2371', ''),
('pwr', 'power.static_leakage', '10.5', 'nW'),
('grt', 'vias_in_the_first_global_route', '13582', ''),
('die', 'die_height', '196', 'um'),
('grt', 'grt_max_degree', '118', ''),
('pwr', 'comb_power_share', '0.024', ''),
('grt', 'grt_remaining_overflow', '0', ''),
('clock_tree', 'postCtsResizedCells', '0', ''),
('setup_path', 'reg2reg_to', 'acc.candidates[182]$_DFFE_PP0P_', ''),
('run', 'drv_cap', '0', ''),
('final_timing', 'number_of_pins_exceeding_their_max_slew_limit_in_the_final_report', '0', ''),
('drt', 'totalWireLength', '51.3', 'mm'),
('clock_tree', 'cts-root-to-sink-buffers', '3', ''),
('clock_tree', 'clock_sink_count', '367', ''),
('clock_tree', 'clock_tree_from_tritoncts', 'yes', ''),
('die', 'chipArea', '38500', 'um^2'),
('setup_path', 'timing.critical_path.to_type', 'flop', ''),
('setup_path', 'critical_path.max_fanout', '37', ''),
('cells_and_area', 'post_route_cells_drive_above_1_share', '0.275', ''),
('clock_tree', 'count_of_h_tree_levels_built_during_cts', '2', ''),
('drt', 'antenna_cells', '0', ''),
('clock_tree', 'clock-root-buffer', 'sky130_fd_sc_hd__clkbuf_16', ''),
('yosys', 'synth.yosys.chip_area', '18800', 'um^2'),
('drt', 'post_drt_wl_per_cell', '21.6', 'um'),
('cells_and_area', 'postLayoutCoreUtil', '0.655', ''),
('cells_and_area', 'layout.cell_area.non_filler', '24100', 'um^2'),
('final_timing', 'clock-skew-final', '0.0200', 'ns');
==> cells in the final DEF (no fill, tap or decap), types with 7 or more instances in the layout <==
cell type	Yosys	final
sky130_fd_sc_hd__a211oi_1	7	7
sky130_fd_sc_hd__a21oi_1	26	25
sky130_fd_sc_hd__a31oi_1	8	8
sky130_fd_sc_hd__and2_1	12	12
sky130_fd_sc_hd__and3_1	15	15
sky130_fd_sc_hd__and4_1	7	7
sky130_fd_sc_hd__buf_4	6	42
sky130_fd_sc_hd__clkbuf_1	55	8
sky130_fd_sc_hd__clkbuf_16	0	39
sky130_fd_sc_hd__clkdlybuf4s50_1	0	331
sky130_fd_sc_hd__dfrtp_1	365	365
sky130_fd_sc_hd__ha_1	12	12
sky130_fd_sc_hd__inv_1	12	12
sky130_fd_sc_hd__mux2_2	239	239
sky130_fd_sc_hd__mux2_4	80	80
sky130_fd_sc_hd__nand2_1	73	73
sky130_fd_sc_hd__nand2b_1	7	7
sky130_fd_sc_hd__nand3_1	72	72
sky130_fd_sc_hd__nand4_1	42	42
sky130_fd_sc_hd__nor2_1	84	83
sky130_fd_sc_hd__nor2b_1	7	7
sky130_fd_sc_hd__nor3_1	31	31
sky130_fd_sc_hd__nor4_1	12	12
sky130_fd_sc_hd__nor4_4	35	35
sky130_fd_sc_hd__o21a_1	9	9
sky130_fd_sc_hd__o21ai_0	22	22
sky130_fd_sc_hd__or2_2	9	9
sky130_fd_sc_hd__or3_1	13	13
sky130_fd_sc_hd__or4_1	12	12
sky130_fd_sc_hd__xnor2_1	76	70
sky130_fd_sc_hd__xor2_1	23	21
==> cells by family after synthesis <==
logic type,count (synthesis),synth area share
AND/OR/NAND/NOR,464,0.164
flip-flops,367,0.487
buffers and inverters,112,0.0274
XOR/XNOR,99,0.0460
AND-OR/OR-AND,143,0.0582
adder cells (fa/ha/maj),12,0.00797
multiplexers,324,0.209
==> cells in the mapped netlist, drive strengths merged, types with 3 or more instances <==
library cell | n | area (um^2)
a31oi | 8 | 50.1
mux2i | 4 | 40.0
a32oi | 3 | 26.3
dfrtp | 365 | 9130
xnor2 | 76 | 666
o22ai | 4 | 25.0
a211o | 3 | 26.3
o21a | 9 | 67.6
nand2 | 73 | 274
o211ai | 5 | 37.5
clkbuf | 55 | 206
nor2b | 7 | 43.8
o211a | 3 | 30.0
a2111oi | 4 | 78.8
a221oi | 3 | 32.5
or2 | 12 | 75.1
buf | 45 | 265
o21ai | 28 | 144
nand4b | 7 | 91.3
and4 | 7 | 61.3
a2bb2oi | 3 | 26.3
nand3b | 3 | 22.5
or4 | 14 | 113
nand2b | 7 | 43.8
nand4 | 44 | 297
nand3 | 73 | 370
and2 | 13 | 81.3
and3 | 16 | 101
a21oi | 27 | 139
or3 | 13 | 81.3
nor2 | 84 | 315
inv | 12 | 45.0
nor3 | 33 | 175
nor4 | 53 | 895
a22oi | 4 | 43.8
o31ai | 6 | 50.1
o2111ai | 6 | 58.8
mux2 | 320 | 3900
a211oi | 8 | 65.1
ha | 12 | 150
xor2 | 23 | 201
==> worst max path at each step <==
stage,startpoint,to,slack (ns),depth (start not counted)
after global routing,acc.index[1]$_DFFE_PP0P_,acc.candidates[196]$_DFFE_PP0P_,0.17,15
final,acc.index[1]$_DFFE_PP0P_,acc.candidates[182]$_DFFE_PP0P_,0.78,14
after CTS,acc.index[1]$_DFFE_PP0P_,acc.candidates[182]$_DFFE_PP0P_,0.85,16
==> layout make-up <==
class                   instances  area share
clock buffers                  53      0.0451
well taps                     504      0.0261
multi-input cells            1042       0.384
clock inverters                14     0.00762
repair buffers                379       0.155
flip-flops and latches        367       0.381
inverters                      12     0.00187
==> registers in the layout (all words and copies together) (netlist names) <==
signal               count
gen2.j                   3
acc.done                 1
gen2.i                   3
gen1.done                1
acc.candidate_count     32
gen1.pos                 3
acc.state                3
acc.index               32
gen2.done                1
acc.candidates         288
==> power by group through the flow <==
stage / registers (mW) / logic [mW] / clock network, mW
global route: 2.19 / 0.120 / 2.27
CTS: 2.19 / 0.112 / 2.18
finish: 2.19 / 0.107 / 2.13
==> routing by layer <==
| layer | vias to the layer above | GRT usage | wire, um | part of all wire |
|---|---|---|---|---|
| met3 | 47 | 0.0872 | 3920 | 0.076 |
| li1 | 6202 | - | - | - |
| met1 | 6735 | 0.433 | 22500 | 0.44 |
| met5 | - | 0 | 0 | 0 |
| met2 | 307 | 0.439 | 24200 | 0.47 |
| met4 | 0 | 0.0362 | 709 | 0.014 |
No activity file was given, so power comes from the tool's default toggle rates.

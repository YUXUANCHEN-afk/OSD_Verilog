## flow/config.mk

```make
export PLATFORM = sky130hd
export DESIGN_NAME = GEtest1
export DESIGN_NICKNAME = GEtest1
export VERILOG_FILES = /design/flow/design.v
export SDC_FILE = /design/flow/constraint.sdc
export NUM_CORES = 4
export LEC_CHECK = 1
export CORE_UTILIZATION = 40
```

## flow/constraint.sdc

```tcl
current_design GEtest1

set clk_period 4.5
set clk_io_pct 0.2

create_clock -name clk0 -period $clk_period [get_ports {clk}]

set non_clock_inputs [all_inputs -no_clocks]
set_input_delay [expr $clk_period * $clk_io_pct] -clock clk0 $non_clock_inputs
set_output_delay [expr $clk_period * $clk_io_pct] -clock clk0 [all_outputs]
```

## flow/design.v

```verilog
`timescale 1ns / 1ps
module GEtest1 #(
  parameter integer N = 8,  
  parameter integer K = 4  
)(
  input  wire           clk,
  input  wire           rst,
  input  wire           start,
  input  wire [K*N-1:0] Gpp_flat, 
  output reg            done,
  output reg [K*N-1:0]  G1_flat     
);
  localparam IDLE=0, LOAD=1, FIND=2, SWAP=3, ELIM=4, NEXT=5, DONE=6;
  reg [2:0] state, next_state;
  reg [N-1:0] mat[0:K-1], temp;
  reg [$clog2(K)-1:0] piv, sidx, erow;
  integer i, j;
  always @(*) begin
    next_state = state;
    case(state)
      IDLE: if(start)       next_state = LOAD;
      LOAD:                  next_state = FIND;
      FIND: if(mat[piv][piv]) next_state=ELIM;
            else if(piv+sidx+1<K && mat[piv+sidx+1][piv]) next_state=SWAP;
            else               next_state=NEXT;
      SWAP:                  next_state=ELIM;
      ELIM: if(erow==K-1)    next_state=NEXT;
      NEXT: if(piv<K-1)      next_state=FIND;
            else              next_state=DONE;
      DONE:                  next_state=DONE;
    endcase
  end
  always @(posedge clk or posedge rst) begin
    if(rst) begin
      state<=IDLE; done<=0; piv<=0; sidx<=0; erow<=0; temp<=0;
      for(i=0;i<K;i=i+1) mat[i]<=0;
    end else begin
      state<=next_state;
      case(state)
        IDLE: done<=0;
        LOAD: begin
          for(i=0;i<K;i=i+1)
            mat[i] <= Gpp_flat[i*N +: N];
          piv<=0; sidx<=0; erow<=0;
        end
        FIND: if(!mat[piv][piv] && piv+sidx+1<K) sidx<=sidx+1;
        SWAP: begin
          temp           = mat[piv];
          mat[piv]       = mat[piv+sidx+1];
          mat[piv+sidx+1] = temp;
          sidx<=0;
        end
        ELIM: begin
          if(erow<K) begin
            if(erow!=piv && mat[erow][piv])
              mat[erow] <= mat[erow]^mat[piv];
            erow<=erow+1;
          end
        end
        NEXT: begin
          piv<=piv+1; sidx<=0; erow<=0;
        end
        DONE: done<=1;
      endcase
    end
  end
  always @(*) begin
    for(i=0;i<K;i=i+1)
      G1_flat[i*N +: N] = mat[i];
  end
endmodule
```

## flow/run.sh

```bash
#!/bin/bash
# OpenROAD 26Q1-2900-gdf79404cd8, Yosys 0.63+post, stock flow scripts
make -C /OpenROAD-flow-scripts/flow DESIGN_CONFIG=/design/flow/config.mk WORK_HOME=/design/flow/orfs finish
```

==> flow_metrics.env <==
# flow metrics
export IMPL_ys_seq_elements=46
export IMPL_drc=10
export IMPL_slew_headroom_pct=49.5
export IMPL_yosysMostFrequentCell="nand2_1"
export IMPL_fin_setup_tns_ns=0
export IMPL_path_clk_slew_ns=0.10
export IMPL_ctsHtreeMaxLevel=2
export IMPL_final_cell_area_um2=4510
export IMPL_ctsHoldBuffers=0
export IMPL_cp_start_kind="flip-flop"
export IMPL_path_common_cell="inv_1"
export IMPL_die_width_um=97.8
export IMPL_cp_data_required_time_ns=4.70
export IMPL_cts_buffers=5
export IMPL_drt_pass1_iterations=48
export IMPL_synthTopCellsByCount="50 x nand2_1, 45 x dfrtp_1, 25 x inv_1, 25 x mux2_2, 24 x a222oi_1"
export IMPL_globalRouteTotalUtil_pct=26.5
export IMPL_fp_utilization_pct=41.7
export IMPL_p_leak_nw=1.94
export IMPL_worstPathCellList="inv_1, ha_1, fa_1, inv_1, a21oi_2, a221oi_4, mux2_2"
export IMPL_syn_inst=378
export IMPL_rsz0062_at_grt="no"
export IMPL_syn_area_um2=3670
export IMPL_tightest_slew_ns=0.755
export IMPL_yosys_area_top_type="dfrtp_1"
export IMPL_critical_path_arrival_ns=3.89
export IMPL_boundaryPins=68
export IMPL_p_switching_mw=1.78
export IMPL_crit_path_top_delay_cell="a221oi_4"
export IMPL_synth_area_per_cell_um2=9.71
export IMPL_dr_first_iter_drc_count=406
export IMPL_wl_um=11900
export IMPL_p_clk_share_pct=10.2
export IMPL_setup_viol=0
export IMPL_sw_frac_of_total_pct=46.6
export IMPL_ys_async_sr_fraction_pct=100
export IMPL_hold_viol_final=0
export IMPL_synth_area_yosys_um2=3670
export IMPL_portBuffers=67
export IMPL_internal_power_mw=2.04
export IMPL_pwr_share_comb_pct=66.8
export IMPL_clockRootBuffer="clkbuf_8"
export IMPL_clock_fmax_mhz=271
export IMPL_finalClockPeriodUsage_pct=82.0
export IMPL_overflow=0
export IMPL_hold_path_class="reg -> reg"
export IMPL_irDropWorstVdd_mv=0.453
export IMPL_synth_top_area_share_pct=30.7
export IMPL_ant_nets=0
export IMPL_place_area_um2=4370
export IMPL_grt_pass1_wl_um=19100
export IMPL_yosysWarnings=2
export IMPL_wl_per_cell_um=21.8
export IMPL_die_area_um2=9560
export IMPL_status="complete, but fails checks"
export IMPL_syn_to_final_growth_pct=22.8
export IMPL_path_max_fanout=13
export IMPL_clkLatencyLatePin_ns=0.31
export IMPL_grt_pass1_vias=3463
export IMPL_synth_cell_types=54
export IMPL_fin_crit_ns=3.69
export IMPL_cp_end_kind="flip-flop"
export IMPL_synth_seq_share_pct=31.4
export IMPL_antenna_found_initial=0
export IMPL_via_count=3415
export IMPL_cts_buffer_depth=2
export IMPL_ys_cells=378
export IMPL_rows=34
export IMPL_final_max_slew_viol_count=0
export IMPL_p_total_mw=3.82
export IMPL_cts_tree="yes"
export IMPL_warnings=34
export IMPL_antenna_cells=0
export IMPL_top_cells_by_area="dfrtp_1 31%, mux2_2 7.7%, a222oi_1 6.5%, nand2_1 5.1%, mux2i_1 4.9%"
export IMPL_gp_congestion=0.957
export IMPL_fin_util_pct=51.2
export IMPL_post_cts_resized=0
export IMPL_grt_max_degree=47
export IMPL_critPathMaxStageDelay_ns=0.70
export IMPL_synth_edff_count=0
export IMPL_coreArea_um2=8810
export IMPL_p_per_area_nw_per_um2=848
export IMPL_clock_sinks=46
export IMPL_violations="DRC"
export IMPL_dp_hpwl_um=7760
export IMPL_vias_per_cell=6.28
export IMPL_maxCapViolations=0
export IMPL_skew_ns=0.0132
export IMPL_final_layout_size_suffix_gt1_share_pct=14.7
export IMPL_flop_cell="dfrtp_1"
export IMPL_path_class="reg -> reg"
export IMPL_chipHeight_um=97.8
export IMPL_pwr_share_seq_pct=23.0
export IMPL_post_cts_buffers=0
==> layout make-up <==
class | instances | area, µm²
multi-input cells | 280 | 2240
repair buffers | 75 | 731
fillers | 800 | 4300
clock buffers | 6 | 82.6
well taps | 108 | 135
clock inverters | 2 | 60.1
inverters | 27 | 109
flip-flops and latches | 46 | 1150
==> path summary, 6_finish.rpt <==
kind / start / end / slack, ns / cells past startpoint
max reg2reg: piv[0]$_DFFE_PP0P_ / mat[2][0]$_DFFE_PP0P_ / 0.81 / 7
max: piv[0]$_DFFE_PP0P_ / mat[2][0]$_DFFE_PP0P_ / 0.81 / 7
max in group asynchronous: rst / mat[1][7]$_DFFE_PP0P_ / 3.00 / 3
min reg2reg: state[3]$_DFF_PP0_ / done$_DFFE_PP0P_ / 0.46 / 1
min in group asynchronous: rst / mat[3][3]$_DFFE_PP0P_ / 1.07 / 3
min: state[3]$_DFF_PP0_ / done$_DFFE_PP0P_ / 0.46 / 1
==> layer usage <==
layer	global-route usage (%)	share of wire [%]	vias to the layer above
li1	-	-	1553
met1	40.7	44	1631
met2	39.6	44	199
met3	5.09	9.4	32
met4	7.23	2.9	0
met5	0	0	-
==> state kept, by name, indices dropped and copies added, names as in the netlist <==
| signal | count |
|---|---|
| state | 7 |
| piv | 2 |
| erow | 2 |
| sidx | 2 |
| mat | 32 |
| done | 1 |
==> per-stage QoR <==
stage | cells | worst slack [ns] | hold slack, ns
floorplan | 378 | 1.62 | 0.425
global placement | 536 | 0.918 | 0.450
detailed placement | 536 | 0.847 | 0.447
CTS | 544 | 0.820 | 0.470
global route | 544 | 0.619 | 0.488
finish | 544 | 0.811 | 0.464
==> worst max-delay path, delay by kind of cell (launching register included) <==
family / cells / cell delay [ns]
AND-OR/OR-AND: 2 / 1.02
adder cells (fa/ha/maj): 2 / 0.91
buffers and inverters: 2 / 0.72
flip-flops: 1 / 0.51
multiplexers: 1 / 0.42
==> layout by cell type, fill, tap and decap left out, types with 7 or more instances in the layout <==
cell,Yosys,routed
a211oi_1,7,7
a21oi_1,7,7
a222oi_1,24,24
a22oi_1,22,22
buf_4,1,8
clkdlybuf4s50_1,0,67
dfrtp_1,45,45
ha_1,12,12
inv_1,25,24
mux2_2,25,25
mux2_4,7,7
mux2i_1,18,18
nand2_1,50,50
nand3_1,22,22
nor2b_1,9,9
o21ai_0,12,12
xor2_1,8,8
==> power groups by stage <==
stage                 clock network, mW  logic [mW]  registers, mW
after global routing              0.417        2.79          0.910
after CTS                         0.403        2.54          0.871
final                             0.390        2.56          0.878
==> logic make-up (layout without fill, tap and decap cells) <==
| logic type | Yosys count | in the layout | share of synthesized area, % |
|---|---|---|---|
| AOI/OAI and AO/OA | 98 | 98 | 21.9 |
| xor gates and xnor gates | 10 | 10 | 2.39 |
| adders and majority gates | 13 | 13 | 4.64 |
| buffers and inverters | 52 | 110 | 7.70 |
| DFF | 46 | 46 | 31.4 |
| muxes | 56 | 56 | 19.1 |
| and+or+nand+nor | 103 | 103 | 12.8 |
Power is estimated from default activity; no workload was simulated.
